File: design.v
module DT(
	input 			clk, 
	input				reset,
	output reg		done ,
	output reg		sti_rd ,
	output reg[9:0]sti_addr ,
	input	[15:0]	sti_di,
	output reg		res_wr ,
	output reg		res_rd ,
	output reg[13:0]res_addr ,
	output reg[7:0]res_do,
	input	[7:0]		res_di
	);
reg [7:0]data_reg1[127:0];
reg [7:0]data_reg2,data_reg3;
reg [4:0]conter,conter_;
reg [7:0]con;
reg en,cn,forward_en;
reg [13:0]res_addr_;
wire [0:15]sti_di_;
wire [7:0]data_min1,data_min2,data_min3;
assign sti_di_ = sti_di;
assign data_min1 = (data_reg1[(con-8'd1)] >= data_reg1[con])? data_reg1[con] : data_reg1[(con-8'd1)];
assign data_min2 = (data_reg1[(con+8'd1)] >= res_do)? res_do : data_reg1[(con+8'd1)];
assign data_min3 = (data_min1 >= data_min2)? data_min2 : data_min1;
always@(clk,reset,forward_en)
begin
	if(reset == 1'b0)
	begin
		res_wr = 1'b0;
		res_rd = 1'b0;
	end
	else
	begin
		if(forward_en == 1'b0)
		begin
			res_wr = 1'b1;
			res_rd = 1'b0;
		end
		else
		begin
			if(clk == 1'b0)
			begin
				res_wr = 1'b1;
				res_rd = 1'b0;
			end
			else
			begin
				res_wr = 1'b0;
				res_rd = 1'b1;
			end
		end
	end
end
always@(clk,reset,res_addr_,forward_en)
begin
	if(reset == 1'b0)
	begin
		res_addr = 14'd0;
	end
	else
	begin
		if(forward_en == 1'b0)
		begin
			res_addr = res_addr_;
		end
		else
		begin
			if(clk == 1'b1)
			begin
				res_addr = res_addr_- 14'd1;
			end
			else
			begin
				res_addr = res_addr_;
			end
		end
	end
end
always@(posedge clk or negedge reset)
begin
	if(reset == 1'b0)
	begin
		sti_addr <= 10'd0;
		sti_rd <= 1'b0;
		conter <= 4'd0;
		conter_ <= 4'd0;
		con <= 8'd0;
		en <= 1'b0;
		cn <= 1'b0;
		forward_en <= 1'b0;
	end
	else
	begin
		if(forward_en == 1'b0)
		begin
			if(en == 1'b0)
			begin
				sti_rd <= 1'b1;
				sti_addr <= 10'd0;
				done <= 1'b0;
				en <= 1'b1;
				res_addr_ <= 14'd0;
			end
			else
			begin
				if(res_addr == 14'd16383)
				begin
					forward_en <= 1'b1;
					conter <= 5'd15;
					conter_ <= 5'd0;
					con <= 8'd127;
					cn <= 1'b0;
				end
				else
				begin
					if(conter == 5'd15)
					begin
						conter <= 5'd0;
						if(sti_addr < 10'd1023)
							sti_addr <= sti_addr + 10'd1;
					end
					else
					begin
						conter <= conter + 4'd1;
					end
					if(con > 8'd126)
						con <= 8'd0;
					else
						con <= con + 8'd1;
					if(cn == 1'b0)
						cn <= 1'b1;
					else
					begin
						if(conter_ == 5'd15)
						begin
							conter_ <= 5'd0;
						end
						else
						begin
							conter_ <= conter_ + 4'd1;
						end
						res_addr_ <= res_addr_ + 14'd1;
					end
				end
			end
		end
		else 
		begin
			if(conter == 5'd0)
			begin
				conter <= 5'd15;
				sti_addr <= sti_addr - 10'd1;
			end
			else
			begin
				conter <= conter - 4'd1;
			end
			if(con == 8'd0)
				con <= 8'd127;
			else
				con <= con - 8'd1;
			if(conter_ == 5'd0)
				conter_ <= 5'd15;
			else
				conter_ <= conter_ - 4'd1;
			if(res_addr == 14'd0)
			begin
				done <= 1'b1;
			end
			if(cn == 1'b0)
				cn <= 1'b1;
			else
				res_addr_ <= res_addr_ - 14'd1;
		end
	end
end
always@(negedge clk,negedge reset)
begin
	if(reset == 1'b0)
	begin
		res_do <= 8'd0;
	end
	else
	begin
		if(forward_en == 1'b0)
		begin
			if(en == 1'b1)
			begin
				if(sti_di_[conter_] == 1'b0)
					res_do <= 8'd0;
				else
					res_do <= data_min3 +	8'd1;
				if(con == 8'd0)
					data_reg1[126] <= data_reg2;
				else if(con >= 8'd2)
					data_reg1[(con-8'd2)] <= data_reg2;
				data_reg2 <= res_do;
				data_reg1[127] <= 8'd0;
				data_reg1[0] <= 8'd0;
			end
		end
		else 
		begin
			if(sti_di_[conter_] == 1'b0)
				res_do <= 8'd0;
			else
			begin
				if(res_di >= (data_min3+8'd1))
					res_do <= (data_min3+8'd1);
				else
					res_do <= res_di;
			end
			if(con == 8'd127)
				data_reg1[1] <= data_reg2;
			else if(con <= 8'd125)
				data_reg1[(con+8'd2)] <= data_reg2;
			data_reg2 <= res_do;
			data_reg1[127] <= 8'd0;
			data_reg1[0] <= 8'd0;
		end
	end
end
endmodule
File: run.sh
#!/bin/bash
# OpenROAD 26Q1-2900-gdf79404cd8, Yosys 0.63+post, stock flow scripts
make -C /OpenROAD-flow-scripts/flow DESIGN_CONFIG=/design/flow/config.mk WORK_HOME=/design/flow/orfs finish
File: config.mk
export PLATFORM = sky130hd
export DESIGN_NAME = DT
export DESIGN_NICKNAME = DT
export VERILOG_FILES = /design/flow/design.v
export SDC_FILE = /design/flow/constraint.sdc
export NUM_CORES = 4
export LEC_CHECK = 1
export CORE_UTILIZATION = 50
File: constraint.sdc
current_design DT

set clk_period 23.4
set clk_io_pct 0.2

create_clock -name clk0 -period $clk_period [get_ports {clk}]

set non_clock_inputs [all_inputs -no_clocks]
set_input_delay [expr $clk_period * $clk_io_pct] -clock clk0 $non_clock_inputs
set_output_delay [expr $clk_period * $clk_io_pct] -clock clk0 [all_outputs]
==> flow_summary.yaml <==
# flow metrics
synthesis:
  top_area_share_pct: 47.93
  synth-edff-count: 1031
  yosysCellCount: 6278
  area_leaders: "edfxtp_1 48%, a22oi_1 7.0%, nand3_1 3.5%"
  synth.cell_area_sq_um: 64600
  yosys_warnings: 2
  ys_area_sq_um: 64600
  synthFlopType: "edfxtp_1"
  ys_ff: 1071
  top_area_cell: "edfxtp_1"
  ys_async_sr_fraction_pct: 3.735
  synthesis.instances: 6278
  synth.most_common_cell: "edfxtp_1"
  ys_types: 116
  postSynthSeqShare_pct: 49.48
  yosys-top-cells-count: "1,031 x edfxtp_1, 603 x a22oi_1, 490 x nor2_1, 453 x nand3_1"
  postSynthAreaPerCell_sq_um: 10.29
clocking:
  ctsHoldBuffers: 0
  postCtsSetupRepairBufs: 0
global_route:
  grt_max_degree: 123
  grt_usage_pct: 104.1
  grt_pass1_vias: 92048
  grt.overflow.total: 14747
  grt_pass1_wl_microns: 836100
floorplanning:
  die_y_microns: 361.4
  die_w_microns: 361.4
  ioPinCount: 62
  fp_util_pct: 50.53
  rows: 131
run_status:
  error: "[ERROR GRT-0116] Global routing finished with congestion. Check the congestion regions in the DRC Viewer."
  stop_stage: "global routing (5_1_grt)"
  status: "stopped before the end"
placed_design:
  port_buffers: 61
  finalWeightedCongestion: 2.186
  dp_hpwl_microns: 432800
  dpl_cell_area_sq_um: 71200
[metrics by stage]
step	std cells	setup slack (ns)
after floorplan	6278	1.069
after global placement	8133	-0.8306
after CTS	9490	0.05953
after detailed placement	8134	-0.05957
[per-layer routing]
layer / GRT usage [%] / overflow
met1: 91.85 / 1519
met2: 125.8 / 9697
met3: 94.22 / 1441
met4: 100.5 / 1913
met5: 87.72 / 177
[logic make-up after synthesis]
logic type / after synthesis / synth area share [%]
AOI/OAI and AO/OA: 2094 / 24.58
buffers and inverters: 613 / 3.945
xor gates and xnor gates: 52 / 0.7922
DFF: 1071 / 49.48
adders and majority gates: 50 / 0.9684
and+or+nand+nor: 2303 / 18.57
muxes: 95 / 1.668
[repair_timing]
action / 4_1_cts
setup endpoints to repair: 2
gates resized: 2
hold endpoints to repair: 0
